**design.v**
```verilog
`timescale 1ns/1ps
module bitbalancer (
    input  wire       clk,     
    input  wire       reset,   
    input  wire [7:0] in,      
    output reg  [3:0] count    
);
    integer i;
    always @(posedge clk or posedge reset) begin
        if (reset) begin
            count <= 4'd0;    
        end else begin
            count = 4'd0;     
            for (i = 0; i < 8; i = i + 1) begin
                if (in[i])    
                    count = count + 1;
            end
        end
    end
endmodule
```
**run.sh**
```bash
#!/bin/bash
# OpenROAD 26Q1-2900-gdf79404cd8, Yosys 0.63+post, stock flow scripts
make -C /OpenROAD-flow-scripts/flow DESIGN_CONFIG=/design/flow/config.mk WORK_HOME=/design/flow/orfs finish
```
**config.mk**
```make
export PLATFORM = sky130hd
export DESIGN_NAME = bitbalancer
export DESIGN_NICKNAME = bitbalancer
export VERILOG_FILES = /design/flow/design.v
export SDC_FILE = /design/flow/constraint.sdc
export NUM_CORES = 4
export LEC_CHECK = 1
export CORE_AREA = 10 10 70 70
export DIE_AREA = 0 0 80 80
```
**constraint.sdc**
```tcl
current_design bitbalancer

set clk_period 1.0
set clk_io_pct 0.2

create_clock -name clk0 -period $clk_period [get_ports {clk}]

set non_clock_inputs [all_inputs -no_clocks]
set_input_delay [expr $clk_period * $clk_io_pct] -clock clk0 $non_clock_inputs
set_output_delay [expr $clk_period * $clk_io_pct] -clock clk0 [all_outputs]
```
==> Slide: Implementation Results <==
Synthesis and Place & Route Summary

Run status
  • Run status: finished with violations
  • Failing checks: negative setup slack

Place
  • Final weighted congestion of routability-driven global placement: roughly 0.84
  • I/O Buffers: 13
  • DP Worst Slack: -2640 ps
  • Half-perimeter wire length after placement: 1.71 mm
  • Number of cells after detailed placement: around 190

Final layout
  • Area overhead of the layout relative to synthesis: 69.5%
  • Finished Layout Cells: 191
  • Most common cell after layout, fill and taps aside: sky130_fd_sc_hd__buf_4
  • Largest register by flop count: count
  • Total area of multi-input combinational cells: about 840 sq um
  • Total area of sequential cells: 100 sq um
  • Share of cells above drive strength 1: 0.441
  • Most instantiated logic cells after routing: sky130_fd_sc_hd__buf_4, sky130_fd_sc_hd__nand2_1, sky130_fd_sc_hd__xor2_1
  • Top flop regs: count (4)
  • Filler cell count: 340
  • Number of flip-flops under the largest register name: 4

Synth
  • Sequential fraction of the synthesis area: 0.117
  • Post-synthesis share of cell area spent on and-or and or-and gates: 0.230
  • Synth Area per Inst: 8.50 sq um
  • Post-Synth Simple-Gate Area: 0.213
  • Number of synthesis warnings: 1
  • Number of distinct library cells after synthesis: roughly 41
  • Post-Synthesis Cells: 101
  • Chip area in the Yosys report: 858 sq um
  • # Cells Yosys: 101
  • Post-synth area hogs: sky130_fd_sc_hd__dfrtp_1, sky130_fd_sc_hd__ha_1, sky130_fd_sc_hd__xnor2_1
  • Xor and xnor fraction of the mapped netlist area: 0.217
  • Synthesized area: 858 sq um
  • Number of enable-type register cells in the synthesized netlist: 0
  • Area fraction in mux cells: 0.0262
  • Dominant kind of combinational cell: AND-OR/OR-AND gates
  • Biggest area consumer among synthesized cells: sky130_fd_sc_hd__dfrtp_1
  • Synthesis-stage register bit count: 4
  • Adder and majority cell fraction of the synthesized area: 0.117
  • Commonest flop: sky130_fd_sc_hd__dfrtp_1
  • Max-area cell share: 0.117
  • Share of async-settable or async-resettable flops after synthesis: 1.00

Floorplanning
  • Count of pins on the block boundary: 14
  • Chip Footprint: between 6000 and 7000 sq um
  • Fp_density: 0.251
  • Core region area: ~3400 sq um
  • Die y size: ~80 um
  • Horiz. Die Dim: about 80 um
  • Floorplan row count: 21

Run
  • Max-cap violation count: 0
  • Total number of warnings across the stage logs: 31

Critical path
  • Count of buffering cells on the critical path with inverters included: 1
  • Family of cells with the greatest summed delay on the critical path: AND-OR/OR-AND gates
  • Worst Path Required: 1140 ps
  • Endpoint kind of the worst setup timing path: register
  • Critical path fanouts, max: 3
  • Stages on the worst setup path: 17
  • Critical path's largest stage delay: roughly 340 ps
  • Slowest stage cell on the critical path: sky130_fd_sc_hd__or3_1
  • Arrival time of the worst setup path: 3070 ps
  • Critical path, cell by cell: buf_12 > ha_4 > and2b_1 > a21oi_2 > xor2_1 > a21oi_1 > ha_1 > a21oi_2 > o31ai_2 > a21o_1 > a32oi_2 > ha_4 > xor2_1 > or3_1 > a21oi_2 > o211a_1 > xor2_1
  • Critical Path Start: in[0]
  • Critical Setup Path Class: primary input to register
  • CP startpoint kind: primary input

Global routing
  • Grt total ovfl: 0
  • Global-route wire length before repair: ~3.8 mm
  • Total GRT Usage: 0.0693
  • Antenna violations before repair: 0
  • Maximum number of pins on one net before global-route repair: 11
  • Vias in the first global route: between 900 and 1000

STA
  • Clock period minus final worst setup slack: just under 3000 ps
  • RSZ-0062 raised after global routing: true
  • Worst Max-Slew Pin Slew: 281 ps
  • Slew Limit Fails: 0
  • Cycle use final: 2.93
  • Upper clock frequency limit: around 0.34 GHz
  • Worst slew margin relative to its limit: 0.812
  • Setup violations, final: 4
  • Number of hold-slack violations in the final timing report: 0
  • Least setup slack across all paths after layout: -1930 ps

CTS
  • Number of buffers created by CTS: 3
  • Total number of H-tree levels: 1
  • Number of clock sinks: 4
  • Clock root buffer: sky130_fd_sc_hd__clkbuf_4
  • CTS Buffer Depth: 2
  • CTS tree: done
  • Clock transition at the registers of the reported paths: roughly 40 ps

Power and ir drop
  • VDD IR-drop max: 0.425 mV
  • Leakage power figure: 0.658 nW
  • Cell Pwr Density: about 1200 nW/um^2

Drt
  • Remaining routing DRC violations: 0
  • Overall routed net length: between 2 and 2.5 mm
  • Average routed wire per standard cell: approximately 11 um
  • Number of nets with antenna violations after detailed routing: 0
  • Via total after detailed routing: between 800 and 900
  • Initial DRC count: about 40
  • Routed via count divided by cell count: about 4.5
  • Total iterations of the first detailed-routing run: 4
  • Number of antenna diodes: 0

Worst hold path
  • HP Class: primary input to asynchronous set/reset pin
power breakdown:
part / switching, mW / internal [mW]
Sequential: 0.0146 / 0.231
Clock: 0.0632 / 0.134
Combinational: 0.533 / 0.753
timing repair:
action / in CTS / in global routing
setup endpoints to repair: 8 / 4
gates resized: 28 / 14
pin swaps: 13 / 13
hold buffers: 0 / 0
setup buffers: 2 / 1
per-layer routing:
layer  GRT usage  share of wire
met5           0              0
met4     0.00704              0
met3      0.0114          0.044
met2       0.127           0.48
met1      0.0848           0.47
synthesized netlist by cell type, types with 2 or more instances:
| library cell | count |
|---|---|
| sky130_fd_sc_hd__xnor2_1 | 9 |
| sky130_fd_sc_hd__ha_1 | 8 |
| sky130_fd_sc_hd__nand2_1 | 8 |
| sky130_fd_sc_hd__inv_1 | 7 |
| sky130_fd_sc_hd__a21oi_1 | 6 |
| sky130_fd_sc_hd__xor2_1 | 6 |
| sky130_fd_sc_hd__dfrtp_1 | 4 |
| sky130_fd_sc_hd__nand3_1 | 4 |
| sky130_fd_sc_hd__nor2_1 | 4 |
| sky130_fd_sc_hd__nand2b_1 | 3 |
| sky130_fd_sc_hd__nor2b_1 | 3 |
| sky130_fd_sc_hd__o21ai_0 | 3 |
| sky130_fd_sc_hd__a31o_1 | 2 |
| sky130_fd_sc_hd__buf_4 | 2 |
| sky130_fd_sc_hd__buf_6 | 2 |
| sky130_fd_sc_hd__mux2_2 | 2 |
| sky130_fd_sc_hd__o211ai_1 | 2 |
| sky130_fd_sc_hd__o31ai_2 | 2 |
| sky130_fd_sc_hd__o32ai_1 | 2 |
logic make-up (layout without fill, tap and decap cells):
group	count (synthesis)	after routing
AND/OR/NAND/NOR	32	32
multiplexers	2	2
adder cells (fa/ha/maj)	8	8
buffers and inverters	12	56
AND-OR/OR-AND	25	25
XOR/XNOR	18	18
flip-flops	4	4
metrics by stage:
step                 util  hold WS, ps  power (mW)  cell area [sq um]  setup TNS, ps
finish              0.426          145        1.73               1460          -6210
global route        0.426          191        1.88               1460          -6720
CTS                 0.419          139        1.68               1430          -6800
detailed placement  0.393          397        1.43               1340          -9330
global placement    0.393          388        1.41               1340          -9230
floorplan               -        -33.9       0.941                965          -6080
area by class of cell:
| cell class | instances | share of cell area |
|---|---|---|
| clock buffer | 3 | 0.0155 |
| inverter | 7 | 0.0301 |
| multi-input combinational | 85 | 0.576 |
| sequential | 4 | 0.0688 |
| tap | 46 | 0.0396 |
| timing repair buffer | 46 | 0.270 |
final timing paths:
path / to / slack (ps)
min in group clk0: count[0]$_DFF_PP0_ / 700
setup / recovery: count[3]$_DFF_PP0_ / -1930
hold / removal: count[0]$_DFF_PP0_ / 150
max in group asynchronous: count[3]$_DFF_PP0_ / 710
Power is estimated from default activity; no workload was simulated.
