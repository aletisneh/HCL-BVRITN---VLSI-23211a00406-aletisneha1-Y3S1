<file path="flow/run.sh">
#!/bin/bash
# OpenROAD 26Q1-2900-gdf79404cd8, Yosys 0.63+post, stock flow scripts
make -C /OpenROAD-flow-scripts/flow DESIGN_CONFIG=/design/flow/config.mk WORK_HOME=/design/flow/orfs finish
</file>
<file path="flow/config.mk">
export PLATFORM = sky130hd
export DESIGN_NAME = lightchaser
export DESIGN_NICKNAME = lightchaser
export VERILOG_FILES = /design/flow/design.v
export SDC_FILE = /design/flow/constraint.sdc
export NUM_CORES = 4
export LEC_CHECK = 1
export CORE_AREA = 10 10 74 74
export DIE_AREA = 0 0 84 84
</file>
<file path="flow/constraint.sdc">
current_design lightchaser

set clk_period 1.9
set clk_io_pct 0.2

create_clock -name clk0 -period $clk_period [get_ports {clk}]

set non_clock_inputs [all_inputs -no_clocks]
set_input_delay [expr $clk_period * $clk_io_pct] -clock clk0 $non_clock_inputs
set_output_delay [expr $clk_period * $clk_io_pct] -clock clk0 [all_outputs]
</file>
<file path="flow/design.v">
module lightchaser #(
    parameter int WIDTH          = 8,
    parameter int TICKS_PER_STEP = 4
) (
    input  logic              clk,
    input  logic              rst_n,
    input  logic              enable,
    output logic [WIDTH-1:0]  led_out
);
    localparam int CW = (TICKS_PER_STEP <= 1) ? 1 : $clog2(TICKS_PER_STEP);
    logic [CW:0] tick_cnt;
    function automatic [WIDTH-1:0] rol1(input [WIDTH-1:0] x);
        rol1 = {x[WIDTH-2:0], x[WIDTH-1]};
    endfunction
    always_ff @(posedge clk or negedge rst_n) begin
        if (!rst_n) begin
            led_out  <= '0;
            led_out[0] <= 1'b1;
            tick_cnt <= '0;
        end else if (enable) begin
            if (TICKS_PER_STEP == 1) begin
                led_out  <= rol1(led_out);
                tick_cnt <= '0;
            end else if (tick_cnt == TICKS_PER_STEP-1) begin
                led_out  <= rol1(led_out);
                tick_cnt <= '0;
            end else begin
                tick_cnt <= tick_cnt + 1;
            end
        end
    end
endmodule
</file>
==> reports/results.ini <==
[final_timing]
setup_viol=0
fin_crit_sh_pct=84.78
fmax_ghz=0.6208
post-route-min-period_ns=1.611
finalHoldViolCount=0
timing.hold.ws_ns=0.4679
tns_ns=0
rsz0062_at_grt=no
worst_pin_slew_ns=0.4628
setup_ws_ns=0.2891
max-slew-margin-rel_pct=69.05
clock_skew_ns=0.0005131
slew_violations=0

[finish]
drive_above_1_share_pct=34.15
areaGrowthSynthToFinish_pct=46.89
stdcell_count=91
final_cell_area_sq_um=650.6

[worst_setup_path]
path_max_fanout=3
crit_path_max_incr_delay_ns=0.53
critPathKind=flop to output pin
r2r_setup_slack_ns=0.64
critPathCaptureType=output pin
start_kind=flop
worst_ep_arrival_time_ns=1.23
cp_cell_sequence=clkdlybuf4s50_1
cp_num_buf_inv=1
crit_path_top_delay_cell=dfstp_2
crit_required_ns=1.52
critPathTopFamily=flip-flops

[synth]
synth_flops=11
ys_area_sq_um=442.9
mux_share_pct=22.88
ys_sh_aoi_pct=2.825
ys_seq_share_pct=62.43
avgSynthCellArea_sq_um=16.40
synth_cells=27
syn_area_sq_um=442.9
simple_gate_area_share_pct=9.040
synth.cellmix.xorXnorShare_pct=0
topCombFamilyByArea=multiplexers
synth.distinct_cells=10
ys_sh_adder_pct=2.825
ys_cells=27
synth_warnings=1

[global_routing]
grt_pass1_wl_microns=1593
grt_max_degree=12
grt_overflow=0
grt_antenna_before_repair=0
grt_pass1_vias=330
track_usage_pct=2.741

[placed_design]
io_buffers=10
place_hpwl_microns=692
pre_cts_ws_ns=0.3352
place_area_sq_um=605.6
finalWeightedCongestion=0.6567
dp_cells=87

[clocking]
h-tree-depth=1
cts_tree=done
post_cts_resized=0
cts.sinks=11
root_buffer=clkbuf_8
cts_buffer_depth=2
ctsHoldBuffers=0
post_cts_buffers=0
cts-buffers-inserted=3
clk_latency_ns=0.23
clkTransAtPathRegs_ns=0.05

[detailed_routing]
wl_per_cell_microns=9.681
drtIter0Drc=11
vias_per_cell=2.879
vias=262
antenna_cells=0
firstDrtPassIters=2
drcViolationCount=0
final_antenna_net_count=0
drt-total-wl_microns=881

[die]
die_h_microns=84
fp.dieW_microns=84
io_pins=11
rows=23
chip_area_sq_mm=0.007056
fp_util_pct=11.15
core_region_area_sq_mm=0.003971

[pwr]
powerDensity_mw_per_mm2=904.8
vdd_ir_drop_max_uv=169.2
p_leak_uw=0.0002941

[hold_path]
hold_path.class=input port to async pin

[job]
drv_cap=0
warnings=25

[outcome]
status=finished, final reports clean

## where the power goes
group	internal (uW)	total (uW)	leakage [uW]	switching, uW
Clock	147	228	0.0000228	81.0
Combinational	49.7	91.8	0.000125	42.1
Sequential	256	269	0.000146	13.1
Total	452	589	0.000294	136
## worst paths after layout
kind | startpoint | end | cells past startpoint
worst min register to register | tick_cnt[1] | tick_cnt[1] | 1
max in group asynchronous | rst_n | led_out[0] | 1
worst max register to register | tick_cnt[0] | led_out[2] | 3
min in group clk0 | tick_cnt[1] | tick_cnt[1] | 1
worst min-delay path | rst_n | tick_cnt[1] | 1
worst max-delay path | led_out[0] | led_out[0] | 1
## state kept, by name, indices dropped and copies added, names as in the netlist
| signal | flops |
|---|---|
| led_out | 8 |
| tick_cnt | 3 |
## area by class of cell
cell class,instances,area (sq um)
multi-input combinational,16,166.4
sequential,11,276.5
clock buffer,4,45.04
fill,445,3321
timing repair buffer,10,100.1
tap,50,62.56
## per-stage QoR
step / util, % / total power (uW)
2_1_floorplan: - / 342.3
3_3_place_gp: 15.25 / 361.8
3_5_place_dp: 15.25 / 366.8
4_1_cts: 16.38 / 601.2
5_1_grt: 16.38 / 631.0
6_report: 16.38 / 588.7
## cells in the mapped netlist, drive strengths merged
cell	count	area, sq um
mux2	9	101.4
o21ai	1	5.000
nand2b	1	6.260
dfstp	1	26.28
ha	1	12.51
or2b	1	7.510
a21boi	1	7.510
nor2b	1	6.260
dfrtp	10	250.2
nand3b	1	20.02
## metal layers
metal	global-route usage, %	vias to the layer above	wire (microns)
met4	0.7610	0	13
met5	0	-	0
li1	-	121	-
met1	2.962	130	328
met3	1.870	4	88
met2	4.251	7	451
## cell usage in the layout (no fill, tap or decap), types with 3 or more instances in the layout
cell	count
clkdlybuf4s50_1	10
clkbuf_8	3
dfrtp_1	10
mux2_2	9
## cells by family (layout without fill, tap and decap cells)
kind of cell               count (synthesis)  count (layout)
muxes                                      9               9
DFF                                       11              11
adders and majority gates                  1               1
AOI/OAI and AO/OA                          2               2
buffers and inverters                      0              14
and+or+nand+nor                            4               4
Power figures rest on the tool's default switching activity, not on a simulated workload.
