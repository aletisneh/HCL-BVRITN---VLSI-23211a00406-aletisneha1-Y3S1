`config.mk`:
```
export PLATFORM = sky130hd
export DESIGN_NAME = rotatorunit
export DESIGN_NICKNAME = rotatorunit
export VERILOG_FILES = /design/flow/design.v
export SDC_FILE = /design/flow/constraint.sdc
export NUM_CORES = 4
export LEC_CHECK = 1
export CORE_AREA = 10 10 76 76
export DIE_AREA = 0 0 86 86
```
`constraint.sdc`:
```
current_design rotatorunit

set clk_period 1.0
set clk_io_pct 0.2

create_clock -name clk0 -period $clk_period [get_ports {clk}]

set non_clock_inputs [all_inputs -no_clocks]
set_input_delay [expr $clk_period * $clk_io_pct] -clock clk0 $non_clock_inputs
set_output_delay [expr $clk_period * $clk_io_pct] -clock clk0 [all_outputs]
```
`design.v`:
```
`timescale 1ns/1ps
module rotatorunit #(
    parameter int WIDTH = 8
) (
    input  logic              clk,
    input  logic              rst_n,       
    input  logic              enable,      
    input  logic              load,        
    input  logic              dir,         
    input  logic [WIDTH-1:0]  data_in,
    output logic [WIDTH-1:0]  data_out
);
    function automatic [WIDTH-1:0] rol1(input [WIDTH-1:0] x);
        rol1 = {x[WIDTH-2:0], x[WIDTH-1]};
    endfunction
    function automatic [WIDTH-1:0] ror1(input [WIDTH-1:0] x);
        ror1 = {x[0], x[WIDTH-1:1]};
    endfunction
    always_ff @(posedge clk or negedge rst_n) begin
        if (!rst_n) begin
            data_out <= '0;
        end else if (enable) begin
            if (load) begin
                data_out <= data_in;                              
            end else begin
                data_out <= (dir ? ror1(data_out) : rol1(data_out));  
            end
        end
    end
endmodule
```
`run.sh`:
```
#!/bin/bash
# OpenROAD 26Q1-2900-gdf79404cd8, Yosys 0.63+post, stock flow scripts
make -C /OpenROAD-flow-scripts/flow DESIGN_CONFIG=/design/flow/config.mk WORK_HOME=/design/flow/orfs finish
```
==> results_dict.tcl <==
# flow metrics
set metrics [dict create \
    status "finished, final reports clean" \
    finalClockPeriodUsage_pct 94.2 \
    ctsHtreeMaxLevel 1 \
    worst_pin_slew_ns 0.386 \
    area_leaders "dfrtp_1 (37%), o211ai_2 (19%), mux2i_1 (15%), nand3_1 (7.4%), buf_6 (6.3%)" \
    antenna_cells 0 \
    holdWs_ns 0.264 \
    finalWirelength_um 1500 \
    portBuffers 20 \
    powerDensity_nw_per_um2 1320 \
    crit_family "flip-flops" \
    crit_chain "buf_2" \
    clock_skew_ns 0.00100 \
    reg_top3 "data_out: 8 flops" \
    area_growth_pct 60.9 \
    place_congestion 0.799 \
    required_ns 0.80 \
    vias 453 \
    wire_per_inst_um 12.0 \
    synth_area_per_cell_um2 12.0 \
    first_iter_violations 41 \
    cp-startpoint "data_out[6]" \
    busiest_layer "met1" \
    fp_util_pct 13.1 \
    grt_pass1_wl_um 2350 \
    critPathLaunchType "register" \
    crit_path_max_incr_delay_ns 0.39 \
    synth_cell_types 11 \
    rsz0062_at_grt "false" \
    ios 21 \
    crit_arrival_ns 0.74 \
    root_buffer "clkbuf_8" \
    finalCoreUtilization_pct 21.0 \
    slew_viol_final 0 \
    largest_reg_flops 8 \
    top_area_share_pct 37.2 \
    drive_above_1_share_pct 46.7 \
    cts_buffers 3 \
    grt_overflow 0 \
    grt_pass1_vias 452 \
    dieArea_um2 7400 \
    leakagePower_nw 0.400 \
    r2r_end "data_out[6]" \
    netlist_area_um2 538 \
    worstRegToRegCells 3 \
    drt_pass1_iterations 4 \
    cts_sinks 8 \
    post-dp-hpwl_um 1220 \
    cp_slowest_cell "dfrtp_1" \
    clockBufferDepth 2 \
    worstSetupEndpointType "output port" \
    ys_warn_count 1 \
    ant_nets 0 \
    top_register "data_out" \
    num_rows 23 \
    viasPerCell 3.62 \
    path_max_fanout 2 \
    critPathBufInv 1 \
    clock_latency_ns 0.23 \
    ys_cells 45 \
    max-slew-margin-rel_pct 74.2 \
    r2r_start "data_out[5]" \
    die_x_um 86 \
    min-delay-path-class "input port to async pin" \
    cap_violations 0 \
    synthCells 45 \
    globalRouteMet3Util_pct 3.15 \
    ir_worst_vdd_mv 0.342 \
    ctsHoldBuffers 0 \
    core-area_um2 4120 \
    final_hold_viol_count 0 \
    die_height_um 86 \
    grt.met1_usage_pct 5.42 \
    fill_cells 450 \
    log.warning_count 25 \
    fmax_mhz 1060 \
    yosys.area.top_type "dfrtp_1" \
    ys_seq_share_pct 37.2 \
    worstSetupPathType "register to output port" \
    grt.total_usage_pct 4.06 \
    grt_use_met2_pct 5.21 \
    cts_tree "done" \
    ys_ff 8 \
    setup_viol 0 \
    layout_min_cycle_time_ns 0.942 \
    antenna_found_initial 0 \
    synth_chip_area_um2 538 \
    clk_pin_slew_ns 0.04 \
    grt_max_degree 18 \
    drcViolationCount 0 \
    rrSetupSlack_ns 0.09 \
]
-- cells in the final DEF, fill, tap and decap left out, drive strengths merged --
cell type and n:
or2b 4, buf 14, clkdlybuf4s50 10, nand3 8
dfrtp 8, mux2i 8, o211ai 8, dlygate4sd2 2
clkbuf 8, nand2b 5
-- per-stage QoR --
stage,cells,setup WS [ns],power (mW),setup TNS [ns],cell area [um2]
6_report,125,0.0582,1.14,0,866
5_1_grt,125,0.0268,1.23,0,866
4_1_cts,125,0.00366,1.18,0,891
3_5_place_dp,122,-0.303,0.816,-2.37,867
3_3_place_gp,122,-0.295,0.816,-2.39,867
2_1_floorplan,45,0.212,0.558,0,538
-- per-layer routing --
metal  vias up  part of all wire (%)
li1        225                     -
met1       209                    47
met5         -                     0
met4         0                     0
met2        19                    39
met3         0                    14
-- synth_stat cells --
cell	number
buf_6	3
or2b_1	2
o211ai_2	8
nand2b_1	2
nand2b_4	1
nand3_1	8
nand2b_2	2
dfrtp_1	8
or2b_2	2
buf_4	1
mux2i_1	8
-- power breakdown --
| group | switching [mW] | internal [mW] | total, mW |
|---|---|---|---|
| Clock | 0.126 | 0.261 | 0.387 |
| Combinational | 0.141 | 0.220 | 0.361 |
| Sequential | 0.0257 | 0.371 | 0.396 |
| Total | 0.292 | 0.851 | 1.14 |
-- kinds of logic after synthesis --
| group | Yosys count | synth area share [%] |
|---|---|---|
| AND/OR/NAND/NOR | 17 | 21.6 |
| AND-OR/OR-AND | 8 | 18.6 |
| multiplexers | 8 | 14.9 |
| flip-flops | 8 | 37.2 |
| buffers and inverters | 4 | 7.67 |
-- how the worst max path moves through the flow --
stage	slack, ns	cells after the start	end
after CTS	0.004	1	data_out[7]
after global routing	0.03	1	data_out[6]
final	0.06	1	data_out[6]
-- final cells by class --
cell class,count,area [um2],area share (%)
multi-input cells,33,297,34.2
flip-flops and latches,8,200,23.1
well taps,50,62.6,7.23
clock buffers,3,41.3,4.77
repair buffers,31,265,30.6
-- timing repair --
action                     in CTS  in global routing
resized                        21                  5
setup endpoints to repair      16                  5
buffers inserted                2                  0
pin swaps                       2                  0
No activity file was given, so power comes from the tool's default toggle rates.
